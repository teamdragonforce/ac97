==> ./design.v <==
module AC97(
	input              ac97_bitclk,
	input              ac97_sdata_in,
	output wire        ac97_sdata_out,
	output wire        ac97_sync,
	output wire        ac97_reset_b,
	input wire         flash_wait,
	input wire [15:0]  flash_d,
	output wire [23:0] flash_a,
	output wire        flash_adv_n,
	output wire        flash_ce_n,
	output wire        flash_clk,
	output wire        flash_oe_n,
	output wire        flash_we_n
	);
	wire [19:0]	ac97_out_slot1;		 
	wire		ac97_out_slot1_valid;	 
	wire [19:0]	ac97_out_slot2;		 
	wire		ac97_out_slot2_valid;	 
	wire [19:0]	ac97_out_slot3;		 
	wire [19:0]	ac97_out_slot4;		 
	wire		ac97_strobe;		 
	wire        ac97_out_slot3_valid = 1;
	wire        ac97_out_slot4_valid = 1;
	wire        ac97_out_slot5_valid = 0;
	wire [19:0] ac97_out_slot5 = 'h0;
	wire        ac97_out_slot6_valid = 0;
	wire [19:0] ac97_out_slot6 = 'h0;
	wire        ac97_out_slot7_valid = 0;
	wire [19:0] ac97_out_slot7 = 'h0;
	wire        ac97_out_slot8_valid = 0;
	wire [19:0] ac97_out_slot8 = 'h0;
	wire        ac97_out_slot9_valid = 0;
	wire [19:0] ac97_out_slot9 = 'h0;
	wire        ac97_out_slot10_valid = 0;
	wire [19:0] ac97_out_slot10 = 'h0;
	wire        ac97_out_slot11_valid = 0;
	wire [19:0] ac97_out_slot11 = 'h0;
	wire        ac97_out_slot12_valid = 0;
	wire [19:0] ac97_out_slot12 = 'h0;
	AudioGen source(
			.ac97_out_slot3	(ac97_out_slot3[19:0]),
			.ac97_out_slot4	(ac97_out_slot4[19:0]),
			.flash_a	(flash_a[23:0]),
			.flash_adv_n	(flash_adv_n),
			.flash_ce_n	(flash_ce_n),
			.flash_clk	(flash_clk),
			.flash_oe_n	(flash_oe_n),
			.flash_we_n	(flash_we_n),
			.ac97_bitclk	(ac97_bitclk),
			.ac97_strobe	(ac97_strobe),
			.flash_wait	(flash_wait),
			.flash_d	(flash_d[15:0]));
	ACLink link(
		    .ac97_sdata_out	(ac97_sdata_out),
		    .ac97_sync		(ac97_sync),
		    .ac97_reset_b	(ac97_reset_b),
		    .ac97_strobe	(ac97_strobe),
		    .ac97_bitclk	(ac97_bitclk),
		    .ac97_sdata_in	(ac97_sdata_in),
		    .ac97_out_slot1	(ac97_out_slot1[19:0]),
		    .ac97_out_slot1_valid(ac97_out_slot1_valid),
		    .ac97_out_slot2	(ac97_out_slot2[19:0]),
		    .ac97_out_slot2_valid(ac97_out_slot2_valid),
		    .ac97_out_slot3	(ac97_out_slot3[19:0]),
		    .ac97_out_slot3_valid(ac97_out_slot3_valid),
		    .ac97_out_slot4	(ac97_out_slot4[19:0]),
		    .ac97_out_slot4_valid(ac97_out_slot4_valid),
		    .ac97_out_slot5	(ac97_out_slot5[19:0]),
		    .ac97_out_slot5_valid(ac97_out_slot5_valid),
		    .ac97_out_slot6	(ac97_out_slot6[19:0]),
		    .ac97_out_slot6_valid(ac97_out_slot6_valid),
		    .ac97_out_slot7	(ac97_out_slot7[19:0]),
		    .ac97_out_slot7_valid(ac97_out_slot7_valid),
		    .ac97_out_slot8	(ac97_out_slot8[19:0]),
		    .ac97_out_slot8_valid(ac97_out_slot8_valid),
		    .ac97_out_slot9	(ac97_out_slot9[19:0]),
		    .ac97_out_slot9_valid(ac97_out_slot9_valid),
		    .ac97_out_slot10	(ac97_out_slot10[19:0]),
		    .ac97_out_slot10_valid(ac97_out_slot10_valid),
		    .ac97_out_slot11	(ac97_out_slot11[19:0]),
		    .ac97_out_slot11_valid(ac97_out_slot11_valid),
		    .ac97_out_slot12	(ac97_out_slot12[19:0]),
		    .ac97_out_slot12_valid(ac97_out_slot12_valid));
	AC97Conf conf( 
		      .ac97_out_slot1	(ac97_out_slot1[19:0]),
		      .ac97_out_slot1_valid(ac97_out_slot1_valid),
		      .ac97_out_slot2	(ac97_out_slot2[19:0]),
		      .ac97_out_slot2_valid(ac97_out_slot2_valid),
		      .ac97_bitclk	(ac97_bitclk),
		      .ac97_strobe	(ac97_strobe));
endmodule
module AudioGen(
	input             ac97_bitclk,
	input             ac97_strobe,
	output [19:0]     ac97_out_slot3,
	output [19:0]     ac97_out_slot4,
	input wire        flash_wait,
	input wire [15:0] flash_d,
	output reg [23:0] flash_a,
	output reg        flash_adv_n,
	output wire       flash_ce_n,
	output wire       flash_clk,
	output wire       flash_oe_n,
	output wire       flash_we_n
	);
	assign flash_ce_n = 'h0;
	assign flash_oe_n = 'h0;
	assign flash_we_n = 'h1;
	reg [23:0] count = 'h0;
	reg [15:0] curr_sample = 'h0;
	reg [15:0] next_sample = 'h0;
	always @(posedge ac97_bitclk) begin
		if (ac97_strobe) begin
			if (count == 'd247968)
				count <= 'h0;
			else
				count <= count + 1;
			flash_a     <= count;
			curr_sample <= next_sample;
			flash_adv_n <= 'h0;
		end else if (!flash_wait) begin
			flash_adv_n <= 'h1;
			next_sample <= flash_d;
		end
	end
	assign ac97_out_slot3 = {curr_sample[15:8],curr_sample[7:0],4'h0};
	assign ac97_out_slot4 = ac97_out_slot3;
endmodule
module SquareWave(
	input         ac97_bitclk,
	input         ac97_strobe,
	output [19:0] sample
	);
	reg [3:0] count = 4'b0;
	always @(posedge ac97_bitclk) begin
		if (ac97_strobe)
			count <= count + 1;
	end
	assign sample = (count[3] ? 20'h80000 : 20'h7ffff);
endmodule
module ACLink(
	input        ac97_bitclk,
	input        ac97_sdata_in,
	output wire  ac97_sdata_out,
	output wire  ac97_sync,
	output wire  ac97_reset_b,
	output wire  ac97_strobe,
	input [19:0] ac97_out_slot1,
	input        ac97_out_slot1_valid,
	input [19:0] ac97_out_slot2,
	input        ac97_out_slot2_valid,
	input [19:0] ac97_out_slot3,
	input        ac97_out_slot3_valid,
	input [19:0] ac97_out_slot4,
	input        ac97_out_slot4_valid,
	input [19:0] ac97_out_slot5,
	input        ac97_out_slot5_valid,
	input [19:0] ac97_out_slot6,
	input        ac97_out_slot6_valid,
	input [19:0] ac97_out_slot7,
	input        ac97_out_slot7_valid,
	input [19:0] ac97_out_slot8,
	input        ac97_out_slot8_valid,
	input [19:0] ac97_out_slot9,
	input        ac97_out_slot9_valid,
	input [19:0] ac97_out_slot10,
	input        ac97_out_slot10_valid,
	input [19:0] ac97_out_slot11,
	input        ac97_out_slot11_valid,
	input [19:0] ac97_out_slot12,
	input        ac97_out_slot12_valid
	);
	assign ac97_reset_b = 1;
	reg [7:0] curbit = 8'h0;	 
	reg [255:0] inbits = 256'h0;
	reg [255:0] latched_inbits;
	assign ac97_sync = (curbit == 255) || (curbit < 15); 
	assign ac97_strobe = (curbit == 8'h00);
	always @(posedge ac97_bitclk) begin
		if (curbit == 8'hFF) begin
			latched_inbits <= inbits;
		end
		curbit <= curbit + 1;
	end
	always @(negedge ac97_bitclk)
		inbits[curbit] <= ac97_sdata_in;
	wire [0:255] outbits = {  
	                         1'b1,
	                         ac97_out_slot1_valid,
	                         ac97_out_slot2_valid,
	                         ac97_out_slot3_valid,
	                         ac97_out_slot4_valid,
	                         ac97_out_slot5_valid,
	                         ac97_out_slot6_valid,
	                         ac97_out_slot7_valid,
	                         ac97_out_slot8_valid,
	                         ac97_out_slot9_valid,
	                         ac97_out_slot10_valid,
	                         ac97_out_slot11_valid,
	                         ac97_out_slot12_valid,
	                         3'b000,
	                         ac97_out_slot1_valid ? ac97_out_slot1 : 20'h0,
	                         ac97_out_slot2_valid ? ac97_out_slot2 : 20'h0,
	                         ac97_out_slot3_valid ? ac97_out_slot3 : 20'h0,
	                         ac97_out_slot4_valid ? ac97_out_slot4 : 20'h0,
	                         ac97_out_slot5_valid ? ac97_out_slot5 : 20'h0,
	                         ac97_out_slot6_valid ? ac97_out_slot6 : 20'h0,
	                         ac97_out_slot7_valid ? ac97_out_slot7 : 20'h0,
	                         ac97_out_slot8_valid ? ac97_out_slot8 : 20'h0,
	                         ac97_out_slot9_valid ? ac97_out_slot9 : 20'h0,
	                         ac97_out_slot10_valid ? ac97_out_slot10 : 20'h0,
	                         ac97_out_slot11_valid ? ac97_out_slot11 : 20'h0,
	                         ac97_out_slot12_valid ? ac97_out_slot12 : 20'h0
	                         };
	assign ac97_sdata_out = outbits[curbit];
	wire [35:0] cs_control0;
	chipscope_icon icon0(
		.CONTROL0(cs_control0)  
	);
	chipscope_ila ila0 (
		.CONTROL(cs_control0),  
		.CLK(ac97_bitclk),  
		.TRIG0({'b0, ac97_sdata_out, inbits[curbit], ac97_sync, curbit[7:0]})  
	);
endmodule
module AC97Conf(
	input              ac97_bitclk,
	input              ac97_strobe,
	output wire [19:0] ac97_out_slot1,
	output wire        ac97_out_slot1_valid,
	output wire [19:0] ac97_out_slot2,
	output wire        ac97_out_slot2_valid
	);
	reg        ac97_out_slot1_valid_r;
	reg [19:0] ac97_out_slot1_r;
	reg        ac97_out_slot2_valid_r;
	reg [19:0] ac97_out_slot2_r;
	assign ac97_out_slot1 = ac97_out_slot1_r;
	assign ac97_out_slot1_valid = ac97_out_slot1_valid_r;
	assign ac97_out_slot2 = ac97_out_slot2_r;
	assign ac97_out_slot2_valid = ac97_out_slot2_valid_r;
	reg [3:0] state = 4'h0;
	reg [3:0] nextstate = 4'h0;
	always @(*) begin
		ac97_out_slot1_valid_r = 0;
		ac97_out_slot1_r = 20'hxxxxx;
		ac97_out_slot2_valid_r = 0;
		ac97_out_slot2_r = 20'hxxxxx;
		nextstate = state;
		case (state)
		4'h0: begin
			ac97_out_slot1_valid_r = 1;
			ac97_out_slot1_r = {1'b0  , 7'h00  , 12'b0  };
			ac97_out_slot2_valid_r = 1;
			ac97_out_slot2_r = {16'h0, 4'h0};
			nextstate = 4'h1;
		end
		4'h1: begin
			ac97_out_slot1_valid_r = 1;
			ac97_out_slot1_r = {1'b0  , 7'h02  , 12'b0  };
			ac97_out_slot2_valid_r = 1;
			ac97_out_slot2_r = {16'h0  , 4'h0};
			nextstate = 4'h2;
		end
		4'h2: begin
			ac97_out_slot1_valid_r = 1;
			ac97_out_slot1_r = {1'b0  , 7'h18  , 12'b0  };
			ac97_out_slot2_valid_r = 1;
			ac97_out_slot2_r = {16'h0808  , 4'h0};
			nextstate = 4'h3;
		end
		4'h3: begin
			ac97_out_slot1_valid_r = 1;
			ac97_out_slot1_r = {1'b1  , 7'h26  , 12'b0  };
			ac97_out_slot2_valid_r = 1;
			ac97_out_slot2_r = {20'h00000};
			nextstate = 4'h4;
		end
		4'h4: begin
			ac97_out_slot1_valid_r = 1;
			ac97_out_slot1_r = {1'b1  , 7'h7c  , 12'b0  };
			ac97_out_slot2_valid_r = 1;
			ac97_out_slot2_r = {20'h00000};
			nextstate = 4'h5;
		end
		4'h5: begin
			ac97_out_slot1_valid_r = 1;
			ac97_out_slot1_r = {1'b1  , 7'h7e  , 12'b0  };
			ac97_out_slot2_valid_r = 1;
			ac97_out_slot2_r = {20'h00000};
			nextstate = 4'h3;
		end
		endcase
	end
	always @(posedge ac97_bitclk)
		if (ac97_strobe)
			state <= nextstate;
endmodule
==> ./run.sh <==
#!/bin/bash
# OpenROAD 26Q1-2900-gdf79404cd8, Yosys 0.63+post, stock flow scripts
make -C /OpenROAD-flow-scripts/flow DESIGN_CONFIG=/design/flow/config.mk WORK_HOME=/design/flow/orfs finish
==> ./config.mk <==
export PLATFORM = sky130hd
export DESIGN_NAME = AudioGen
export DESIGN_NICKNAME = AudioGen
export VERILOG_FILES = /design/flow/design.v
export SDC_FILE = /design/flow/constraint.sdc
export NUM_CORES = 4
export LEC_CHECK = 1
export CORE_UTILIZATION = 40
==> ./constraint.sdc <==
current_design AudioGen

set clk_period 3.3
set clk_io_pct 0.2

create_clock -name clk0 -period $clk_period [get_ports {ac97_bitclk}]

set non_clock_inputs [all_inputs -no_clocks]
set_input_delay [expr $clk_period * $clk_io_pct] -clock clk0 $non_clock_inputs
set_output_delay [expr $clk_period * $clk_io_pct] -clock clk0 [all_outputs]
==> flow_metrics.py <==
# Synthesis and PnR figures
metrics = {
    "setup_path": {
        "worstSetupStartpointType": "register",
        "regToRegStartpoint": "count[0]",
        "crit_type": "register to register",
        "path_delay_family": "simple AND/OR/NAND/NOR gates",
        "cp.depth": 5,
        "critPathMaxFanout": 6,
        "max_stage_delay_ns": 0.58,
        "end_kind": "register",
        "path_cells": "ha_1 > nand3_2 > or4_1 > or3_1 > a21oi_1",
        "r2r_cells": 5,
        "critPathBufInv": 0,
        "critical_path.slowest_cell": "or4_1",
        "cp-startpoint": "count[0]",
        "arrival_ns": 2.26,
        "required_ns": 3.50,
    },
    "floorplanning": {
        "core_area_sq_um": 7730,
        "io_pins": 88,
        "initCoreUtil": 0.414,
        "num_rows": 32,
        "chip_area_sq_um": 8350,
        "die_w_um": 91.4,
        "die_h_um": 91.4,
    },
    "status": {
        "outcome": "complete, no violations",
    },
    "job": {
        "warnings": 26,
        "drv_cap": 0,
    },
    "global_routing": {
        "antenna_found_initial": 0,
        "grt_pass1_vias": 1617,
        "track_usage": 0.133,
        "grt-ovfl-total": 0,
        "grt_use_met3": 0.0230,
        "grt_pass1_wl_mm": 8.16,
        "met1_usage": 0.252,
        "grt_max_degree": 35,
        "busiest_layer": "met1",
        "grt_util_met2": 0.184,
    },
    "power_and_ir_drop": {
        "leakage_nw": 1.42,
        "power_density_nw_per_um2": 527,
        "power.total_mw": 2.18,
        "peakVddDrop_uv": 208,
    },
    "routing": {
        "drtIter0Drc": 69,
        "drcViolationCount": 0,
        "antenna-diode-count": 0,
        "wl_per_cell_um": 13.3,
        "ant_nets": 0,
        "vias": 1710,
        "wirelength_mm": 4.99,
        "dr.pass1.iters": 4,
        "viasPerCell": 4.56,
    },
    "clock_tree": {
        "clock-sinks": 81,
        "cts_resized": 0,
        "cts_root_buf": "clkbuf_8",
        "numCtsBuffers": 9,
        "holdBufCountCts": 0,
        "cts_tree": "yes",
        "insertion_delay_ns": 0.34,
        "clockBufferDepth": 2,
        "post_cts.repair.setup_buffers": 0,
        "cts_max_level": 3,
        "path_clk_slew_ns": 0.09,
    },
    "final_timing": {
        "post-route-period-util": 0.623,
        "rsz0062_at_grt": "false",
        "final.setup.tns_ns": 0,
        "max_freq_mhz": 487,
        "final_max_slew_viol_count": 0,
        "worst_pin_slew_ns": 0.803,
        "timing.final.crit_period_ns": 2.06,
        "hold_viol_final": 0,
        "slew_headroom": 0.465,
        "final-setup-viol-count": 0,
        "skew_ns": 0.00508,
    },
    "finish": {
        "drive_gt1_frac": 0.0769,
        "fill_cells": 616,
        "fin_cells": 375,
        "fin_util": 0.536,
        "lay_top_count": "edfxtp_1",
        "area_growth_pct": 29.6,
        "layout_top_cells": "edfxtp_1 (80), clkdlybuf4s50_1 (74), xnor2_1 (16)",
    },
    "placed_design": {
        "place_inst": 359,
        "place.gp.congestion": 0.779,
        "io_buffers": 75,
        "dp_hpwl_mm": 3.27,
    },
    "synth": {
        "ff_type": "edfxtp_1",
        "edf_count": 80,
        "synth_flops": 81,
        "async_flop_share": 0,
        "yosys_warnings": 2,
        "yosysSeqAreaShare": 0.758,
        "synth_cells": 198,
        "ys_area_sq_um": 3200,
        "synth_cell_types": 25,
        "ys_cells": 198,
        "syn_avg_cell_area_sq_um": 16.1,
        "netlist_area_sq_um": 3200,
    },
    "min_path": {
        "hold_class": "register to register",
        "min_path_cells": 0,
        "hold_path_startpoint": "next_sample[4]",
    },
}
-- metrics by stage --
step / setup WS (ns) / cell area, sq um / hold slack [ns]
2_1_floorplan: 1.49 / 3230 / 0.400
3_3_place_gp: 1.31 / 3920 / 0.401
3_5_place_dp: 1.31 / 3920 / 0.405
4_1_cts: 1.26 / 4140 / 0.425
5_1_grt: 1.14 / 4140 / 0.429
6_report: 1.24 / 4140 / 0.419
-- per-layer routing --
| metal | vias to the layer above | share of wire | routed length, um |
|---|---|---|---|
| met3 | 6 | 0.049 | 242 |
| met1 | 819 | 0.46 | 2290 |
| li1 | 830 | - | - |
| met2 | 55 | 0.48 | 2380 |
| met5 | - | 0 | 0 |
| met4 | 0 | 0.015 | 73 |
-- worst reg2reg max path, stage by stage, from the launching register on --
cell and delay (ns):
edfxtp_1 0.46, ha_1 0.24, nand3_2 0.17, or4_1 0.58, or3_1 0.33, a21oi_1 0.14
-- registers in the layout, summed over array words and instances (netlist names) --
name	count
flash_a	24
count	24
flash_adv_n	1
next_sample	16
curr_sample	16
-- cells by family after synthesis --
kind of cell / after synthesis / share of synthesized area
flip-flops: 81 / 0.758
AND/OR/NAND/NOR: 55 / 0.0975
buffers and inverters: 33 / 0.0717
XOR/XNOR: 20 / 0.0548
AND-OR/OR-AND: 5 / 0.00783
adder cells (fa/ha/maj): 2 / 0.00783
other: 2 / 0.00235
-- where the power goes --
group          switching [mW]  total [mW]  internal [mW]
Sequential             0.0436        1.25           1.21
Clock                   0.351       0.782          0.430
Combinational          0.0439       0.148          0.104
-- final timing paths --
check                   endpoint  slack, ns
setup / recovery       count[16]       1.24
hold / removal    curr_sample[4]       0.42
setup reg to reg       count[16]       1.24
hold reg to reg   curr_sample[4]       0.42
-- cell type report --
class	instances	area, sq um	area share
Sequential cell	81	2420	0.585
Timing Repair Buffer	77	773	0.187
Multi-Input combinational cell	94	582	0.140
Clock buffer	10	128	0.0308
Tap cell	102	128	0.0308
Clock inverter	6	91.3	0.0220
Inverter	5	18.8	0.00453
-- synthesized netlist by cell type (2+ instances only) --
library cell,number,area (sq um)
a21oi_1,3,15.0
and3_1,3,18.8
buf_4,28,210
conb_1,2,7.51
edfxtp_1,80,2400
ha_1,2,25.0
inv_1,5,18.8
nand2_1,6,22.5
nand3_1,7,35.0
nand4_1,6,37.5
nor2_1,15,56.3
nor3_1,2,10.0
nor4_1,3,18.8
nor4b_1,3,26.3
o21ai_0,2,10.0
or3_1,4,25.0
xnor2_1,16,140
xor2_1,4,35.0
Power is estimated from default activity; no workload was simulated.
